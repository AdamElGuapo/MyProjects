==> flow/design.v <==
module registro_mem_wb (clk,Jal_mem,Jal_wb,alu_result_mem,alu_result_wb,read_data_mem,read_data_wb,instruccion117_mem,instruccion117_wb,memtoreg_mem,memtoreg_wb,regwrite_mem,regwrite_wb);
input clk ;
input [31:0] read_data_mem, alu_result_mem;
input [4:0] instruccion117_mem;
input memtoreg_mem, regwrite_mem, Jal_mem;
output logic [31:0] read_data_wb, alu_result_wb;
output logic [4:0] instruccion117_wb;
output logic memtoreg_wb, regwrite_wb, Jal_wb; 
always @(posedge clk)
	begin
		read_data_wb <= read_data_mem;
		instruccion117_wb <= instruccion117_mem;
		memtoreg_wb <= memtoreg_mem;
		regwrite_wb <= regwrite_mem;
		alu_result_wb <= alu_result_mem;
		Jal_wb <= Jal_mem; 
	end
endmodule 
==> flow/run.sh <==
#!/bin/bash
# OpenROAD 26Q1-2900-gdf79404cd8, Yosys 0.63+post, stock flow scripts
make -C /OpenROAD-flow-scripts/flow DESIGN_CONFIG=/design/flow/config.mk WORK_HOME=/design/flow/orfs finish
==> flow/config.mk <==
export PLATFORM = sky130hd
export DESIGN_NAME = registro_mem_wb
export DESIGN_NICKNAME = registro_mem_wb
export VERILOG_FILES = /design/flow/design.v
export SDC_FILE = /design/flow/constraint.sdc
export NUM_CORES = 4
export LEC_CHECK = 1
export CORE_UTILIZATION = 40
==> flow/constraint.sdc <==
current_design registro_mem_wb

set clk_period 1.0
set clk_io_pct 0.2

create_clock -name clk0 -period $clk_period [get_ports {clk}]

set non_clock_inputs [all_inputs -no_clocks]
set_input_delay [expr $clk_period * $clk_io_pct] -clock clk0 $non_clock_inputs
set_output_delay [expr $clk_period * $clk_io_pct] -clock clk0 [all_outputs]
==> impl_metrics.json <==
{
  "topCellsByArea": "dfxtp_1 (100%)",
  "synth_warnings": 1,
  "die_h_um": 62.0,
  "largest_area_cell": "dfxtp_1",
  "postSynthCellCount": 72,
  "ios": 145,
  "yosys-stat-area_um2": 1440,
  "tool.error": "[ERROR DPL-0036] Detailed placement failed.",
  "routabilityCongestion": 0.705,
  "synth.distinct_cells": 1,
  "fp_util": 0.425,
  "syn_area_per_cell_um2": 20.0,
  "netlist.area_leader.share": 1.00,
  "fp-row-count": 21,
  "haltStage": "3_5_place_dp",
  "yosys.stat.seqShare": 1.00,
  "edf_count": 0,
  "synth_top_cell_by_count": "dfxtp_1",
  "ys_cells": 72,
  "die_w_um": 62.0,
  "synthFlopType": "dfxtp_1",
  "io_buffers": 144,
  "async_flop_share": 0,
  "synthTopCellsByCount": "dfxtp_1 (72)",
  "numSynthFlops": 72,
  "syn_area_um2": 1440,
  "run_status": "did not finish"
}
## cell families after synthesis
kind of cell and share of synthesized area:
DFF 1.00
## metrics by stage
| step | power [mW] | cells | cell area (µm²) | setup WS (ps) | hold WS (ps) |
|---|---|---|---|---|---|
| after floorplan | 3.08 | 72 | 1440 | 538 | 228 |
| after global placement | 3.65 | 262 | 2940 | 28.1 | 650 |
No activity file was given, so power comes from the tool's default toggle rates.
