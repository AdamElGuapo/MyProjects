File: flow/config.mk
export PLATFORM = sky130hd
export DESIGN_NAME = registro_id_ex
export DESIGN_NICKNAME = registro_id_ex
export VERILOG_FILES = /design/flow/design.v
export SDC_FILE = /design/flow/constraint.sdc
export NUM_CORES = 4
export LEC_CHECK = 1
export CORE_AREA = 10 10 144 144
export DIE_AREA = 0 0 154 154
File: flow/design.v
module registro_id_ex (
	input clk, Branch_id, MemtoReg_id, MemWrite_id, ALUSrc_id, RegWrite_id, Jal_id, Jalr_id,
	input [1:0] AuipcLui_id,
	input [2:0] ALUOp_id,
	input [31:0] pc_id, read_data_1_id, read_data_2_id, imm_id, 
	input [3:0] instr_3014_id, 
	input [4:0]instr_117_id, 
	output logic Branch_ex, MemtoReg_ex, MemWrite_ex, ALUSrc_ex, RegWrite_ex, Jal_ex, Jalr_ex,
	output logic [1:0] AuipcLui_ex,
	output logic [2:0] ALUOp_ex,
	output logic [31:0] pc_ex, read_data_1_ex, read_data_2_ex, imm_ex, 
	output logic [3:0] instr_3014_ex, 
	output logic [4:0]instr_117_ex
	); 
	always @(posedge clk)
		begin
			Branch_ex <= Branch_id;  
			MemtoReg_ex <= MemtoReg_id;  
			MemWrite_ex <= MemWrite_id;  
			ALUSrc_ex <= ALUSrc_id;  
			RegWrite_ex <= RegWrite_id;  
			Jal_ex <= Jal_id; 
			Jalr_ex <= Jalr_id; 
			AuipcLui_ex <= AuipcLui_id; 
			ALUOp_ex <= ALUOp_id;  
			pc_ex <= pc_id; 
			read_data_1_ex <= read_data_1_id; 
			read_data_2_ex <= read_data_2_id; 
			imm_ex <= imm_id; 
			instr_3014_ex <= instr_3014_id; 
			instr_117_ex <= instr_117_id; 
		end
endmodule
File: flow/constraint.sdc
current_design registro_id_ex

set clk_period 1.0
set clk_io_pct 0.2

create_clock -name clk0 -period $clk_period [get_ports {clk}]

set non_clock_inputs [all_inputs -no_clocks]
set_input_delay [expr $clk_period * $clk_io_pct] -clock clk0 $non_clock_inputs
set_output_delay [expr $clk_period * $clk_io_pct] -clock clk0 [all_outputs]
File: flow/run.sh
#!/bin/bash
# OpenROAD 26Q1-2900-gdf79404cd8, Yosys 0.63+post, stock flow scripts
make -C /OpenROAD-flow-scripts/flow DESIGN_CONFIG=/design/flow/config.mk WORK_HOME=/design/flow/orfs finish
==> results.json <==
{
  "fin_crit_ns": 1.04,
  "ys_seq_share": 1.00,
  "grt_pass1_wl_mm": 15.9,
  "post_synth_inst_count": 149,
  "drc": 0,
  "root_buffer": "clkbuf_16",
  "die_y_um": 154,
  "drtAntennaViolNets": 0,
  "critPathArrivalTime_ns": 0.84,
  "post_cts_buffers": 0,
  "fin_setup_tns_ns": -1.36,
  "crit_slowest_cell": "dfxtp_2",
  "rsz0062_at_grt": "yes",
  "cts_hold_buf": 0,
  "areaGrowthSynthToFinish_pct": 106,
  "critPathBufInv": 1,
  "cp_max_fo": 1,
  "grt-ovfl-total": 0,
  "max_stage_delay_ns": 0.32,
  "fin_util": 0.351,
  "ys_warn_count": 1,
  "hold_violations": 0,
  "critPathLaunch": "instr_117_ex[0]",
  "core_area_um2": 17500,
  "drv_slew": 0,
  "maxCapViolCount": 0,
  "logic_area_um2": 0,
  "finalPower_w": 0.0133,
  "power_density_nw_per_um2": 2170,
  "ys_chip_area_um2": 2980,
  "h-tree-depth": 4,
  "slew-limit-headroom": 0.882,
  "grt_pass1_vias": 2468,
  "period_used_share": 1.04,
  "start_kind": "flip-flop",
  "crit_family": "flip-flops",
  "worstSetupEndpointType": "output port",
  "max_freq_mhz": 961,
  "dieArea_um2": 23700,
  "setup_viol": 124,
  "syn_area_um2": 2980,
  "vias": 2274,
  "gp_congestion": 0.814,
  "cts_buffers": 17,
  "clock-sinks": 149,
  "port_buffers": 298,
  "drt-pass1-iter-count": 3,
  "cts_tree": "done",
  "pre_cts_ws_ns": -0.0501,
  "path_depth": 1,
  "grt_start_max_net_pins": 17,
  "path_clk_slew_ns": 0.06,
  "wl_mm": 11.1,
  "ir_drop_v": 0.00152,
  "wire_per_inst_um": 15.7,
  "die_w_um": 154,
  "io-pin-count": 299,
  "grt_use_total": 0.0888,
  "hold_path_class": "input pin to flip-flop",
  "synth_flops": 149,
  "synthDistinctLibCells": 1,
  "hp-start": "imm_id[19]",
  "avgSynthCellArea_um2": 20.0,
  "diodes": 0,
  "dp_hpwl_mm": 9.25,
  "first_iter_violations": 41,
  "crit_end": "instr_117_ex[0]",
  "fin_ws_ns": -0.0407,
  "warning_count": 27,
  "status": "finished, violations left",
  "violations": "negative setup slack",
  "fp_util": 0.171,
  "setup.worst_path.class": "flip-flop to output port",
  "nMultiInputCombCells": 0,
  "path_cells": "buf_2",
  "cts_buffer_depth": 2,
  "antenna_found_initial": 0,
  "cp.required_ns": 0.80,
  "ys_cells": 149,
  "num_rows": 48,
  "leakage_nw": 2.72,
  "final_layout_size_suffix_gt1_frac": 0.428,
  "tightest_slew_ns": 0.176,
  "vias_per_cell": 3.23
}
area by class of cell:
type / instances / area (µm²)
Clock buffer: 18 / 439
Clock inverter: 14 / 143
Fill cell: 1717 / 11300
Sequential cell: 149 / 3010
Tap cell: 225 / 282
Timing Repair Buffer: 298 / 2260
report_power, final:
group | internal, W | switching, W
combinational | 0.000703 | 0.000148
clock | 0.00356 | 0.00255
sequential | 0.00626 | 0.0000676
synth_stat cells:
cell type	instances	share of area
dfxtp_1	149	1.0
flip-flops by register name, indices dropped and copies added, names as in the netlist, 2 cells and up:
name,count
pc_ex,32
instr_117_ex,5
AuipcLui_ex,2
instr_3014_ex,4
read_data_2_ex,32
ALUOp_ex,3
imm_ex,32
read_data_1_ex,32
metrics by stage:
step	instance area, µm²	hold slack (ns)	std cells
final	6140	0.223	704
after floorplan	2980	0.228	149
after CTS	6100	0.197	704
after global placement	6250	0.649	672
after detailed placement	6250	0.652	672
after global routing	6140	0.193	704
cell families (layout without fill, tap and decap cells):
family / count (synthesis) / in the layout / share of synthesized area
buf+inv: 0 / 330 / 0
flops: 149 / 149 / 1.00
cell usage in the layout (no fill, tap or decap), types with 2 or more instances in the layout:
cell / netlist / routed
buf_2: 0 / 145
buf_6: 0 / 4
clkbuf_16: 0 / 17
clkdlybuf4s50_1: 0 / 149
clkinv_4: 0 / 4
clkinvlp_4: 0 / 2
dfxtp_1: 149 / 125
dfxtp_2: 0 / 24
inv_6: 0 / 4
inv_8: 0 / 2
timing repair:
item | 4_1_cts | 5_1_grt
resized | 488 | 13
endpoints found under the setup margin | 149 | 149
gates cloned | 0 | 0
routing by layer:
| metal | global-route usage | vias up | part of all wire |
|---|---|---|---|
| met1 | 0.0942 | 964 | 0.36 |
| li1 | - | 1100 | - |
| met2 | 0.134 | 205 | 0.44 |
| met4 | 0.00945 | 0 | 0.0099 |
| met3 | 0.0789 | 5 | 0.19 |
| met5 | 0 | - | 0 |
how the worst min path moves through the flow:
stage,end,slack (ns),cells past startpoint
CTS,instr_117_ex[1],0.20,1
global route,imm_ex[4],0.19,1
finish,imm_ex[19],0.22,1
