===== design/flow/run.sh =====
#!/bin/bash
# OpenROAD 26Q1-2900-gdf79404cd8, Yosys 0.63+post, stock flow scripts
make -C /OpenROAD-flow-scripts/flow DESIGN_CONFIG=/design/flow/config.mk WORK_HOME=/design/flow/orfs finish

===== design/flow/config.mk =====
export PLATFORM = sky130hd
export DESIGN_NAME = registro_ex_mem
export DESIGN_NICKNAME = registro_ex_mem
export VERILOG_FILES = /design/flow/design.v
export SDC_FILE = /design/flow/constraint.sdc
export NUM_CORES = 4
export LEC_CHECK = 1
export CORE_AREA = 10 10 138 138
export DIE_AREA = 0 0 148 148

===== design/flow/constraint.sdc =====
current_design registro_ex_mem

set clk_period 1.0
set clk_io_pct 0.2

create_clock -name clk0 -period $clk_period [get_ports {clk}]

set non_clock_inputs [all_inputs -no_clocks]
set_input_delay [expr $clk_period * $clk_io_pct] -clock clk0 $non_clock_inputs
set_output_delay [expr $clk_period * $clk_io_pct] -clock clk0 [all_outputs]

===== design/flow/design.v =====
module registro_ex_mem(
	input clk,
	input logic [31:0] read_data_2_ex,
	input logic [31:0] aluresult_ex,
	input logic branch_ex, memwrite_ex, memtoreg_ex, zero_ex, regwrite_ex, Jal_ex, Jalr_ex,
	input logic [4:0] instruccion_117_ex,
	input logic [31:0] result_ex,
	output logic [31:0] read_data_2_mem,
	output logic [31:0] aluresult_mem,
	output logic branch_mem, memwrite_mem, memtoreg_mem, zero_mem, regwrite_mem, Jal_mem, Jalr_mem,
	output logic [4:0] instruccion_117_mem,
	output logic [31:0] result_mem
	); 
always@(posedge clk)
	begin
		read_data_2_mem <= read_data_2_ex;
		aluresult_mem <= aluresult_ex;
		branch_mem <= branch_ex;
		memwrite_mem <= memwrite_ex;
		zero_mem <= zero_ex;
		instruccion_117_mem <= instruccion_117_ex;
		memtoreg_mem <= memtoreg_ex;
		result_mem <= result_ex; 
		regwrite_mem <= regwrite_ex; 
		Jal_mem <= Jal_ex; 
		Jalr_mem <= Jalr_ex; 
	end
endmodule 

==> run_results.csv <==
group,metric,value,unit
cells_and_area,logic_area,0,µm²
global_routing,met2_usage,0.147,
global_routing,use_met1,0.0681,
clocking,cts_root_buffer,"clkbuf_16",
logic_synthesis,synth_cells,108,
setup_path,arrival,0.77,ns
placed_design,dp_hpwl,7560,µm
drt,wl_per_cell,15.8,µm
setup_path,path_delay_family,"flip-flops",
logic_synthesis,seq_area_frac_synth,1.00,
placed_design,post-place-cells,540,
floorplanning,die_h,148,µm
setup_path,cp_max_fo,1,
sta,min_period,0.974,ns
power,ir_worst_vdd,0.664,mV
setup_path,startpoint,"result_mem[24]",
outcome,run_status,"completed",
sta,layout_worst_path_cycle_share,0.974,
drt,totalWireLength,8760,µm
global_routing,grt_pass1_wl,11900,µm
drt,ant_nets,0,
logic_synthesis,syn_avg_cell_area,20.0,µm²
cells_and_area,area_growth,102,%
cells_and_area,drive_gt1_frac,0.403,
floorplanning,coreArea,16000,µm²
placed_design,io_buffers,216,
global_routing,top_usage_layer,"met2",
setup_path,start_kind,"register",
placed_design,gp_congestion,0.843,
global_routing,grt_pass1_vias,1713,
setup_path,cp_cell_sequence,"buf_2",
floorplanning,io_pins,217,
global_routing,grt-ovfl-total,0,
min_path,hold_depth,1,
floorplanning,dieArea,21900,µm²
floorplanning,die.size.x,148,µm
logic_synthesis,synth_area,2160,µm²
setup_path,worst-path-buf-inv,1,
logic_synthesis,yosys_area,2160,µm²
clocking,htree_num_levels,3,
clocking,ctsHoldBuffers,0,
logic_synthesis,ys_cells,108,
drt,viasPerCell,2.92,
global_routing,grt_max_degree,19,
sta,maxSlewHeadroom,0.913,
power,power_density,1960,nW/µm²
job,log.warning_count,27,
global_routing,antenna_found_initial,0,
drt,drtPass1Iterations,3,
setup_path,cp_slowest_cell,"dfxtp_2",
cells_and_area,fillers,1692,
drt,num_vias,1624,
cells_and_area,logic_gates,0,
power,p_leak,0.00190,µW
setup_path,criticalPathCategory,"register to output pin",
sta,timing.hold.ws,0.286,ns
sta,worst_slew_pin_slew,0.130,ns
drt,drt_iter0_drc,27,
clocking,cts.sinks,108,
sta,drv_slew,0,
sta,setup_viol,0,
min_path,hold_class,"primary input to register",
setup_path,cp-end-kind,"output pin",
clocking,clockBufferDepth,2,
clocking,cts_tree,"done",
sta,rsz0062_at_grt,"yes",
sta,max_freq,1030,MHz
setup_path,cp_num_cells,1,
min_path,worstHoldStart,"aluresult_ex[13]",
sta,hold_violations,0,
global_routing,use_met3,0.0291,
floorplanning,rows,46,
clocking,path_clk_slew,0.07,ns
setup_path,worstPathRequired,0.80,ns
drt,antenna_cells,0,
logic_synthesis,ys_types,1,
floorplanning,initCoreUtil,0.135,
logic_synthesis,yosysWarningCount,1,
job,drv_cap,0,
clocking,cts_buffers,9,
drt,drc,0,
global_routing,grt_usage,0.0749,
cells_and_area,stdcell_count,556,
setup_path,max_stage_delay,0.32,ns
logic_synthesis,yosys_register_bits,108,
## area by class of cell
cell class / count / area (µm²) / share of cell area
clock buffers: 10 / 239 / 0.0548
well taps: 216 / 270 / 0.0620
flip-flops and latches: 108 / 2180 / 0.499
repair buffers: 216 / 1630 / 0.373
clock inverters: 6 / 46.3 / 0.0106
## metal layers
layer	wire length, µm	vias to the layer above	share of wire
li1	-	787	-
met1	2660	753	0.30
met2	5180	63	0.59
met3	629	21	0.072
met4	289	0	0.033
met5	0	-	0
## placed cells by master (no fill, tap or decap)
cell type | netlist | routed
clkdlybuf4s50_1 | 0 | 108
clkinv_2 | 0 | 1
clkbuf_16 | 0 | 9
clkinv_4 | 0 | 1
dfxtp_1 | 108 | 95
clkinvlp_4 | 0 | 2
inv_6 | 0 | 2
clkbuf_8 | 0 | 1
buf_2 | 0 | 107
dfxtp_2 | 0 | 13
buf_6 | 0 | 1
## per-stage QoR
stage	setup TNS [ns]	worst slack, ns	area (µm²)	total power, µW	utilization
after CTS	-0.00184	-0.00184	4350	8740	0.272
after global placement	0	0.00709	4590	5540	0.287
after detailed placement	-0.00674	-0.00580	4590	5550	0.287
after global routing	-0.105	-0.0142	4360	8980	0.273
after floorplan	0	0.538	2160	4620	-
final	0	0.0258	4360	8560	0.273
## cell families (layout without fill, tap and decap cells)
| logic type | after synthesis | after routing | share of synthesized area |
|---|---|---|---|
| buffers and inverters | 0 | 232 | 0 |
| DFF | 108 | 108 | 1.00 |
## repair_timing
item / 4_1_cts / 5_1_grt
pin swaps: 0 / 0
setup buffers: 0 / 0
endpoints found under the setup margin: 108 / 17
resized: 361 / 4
## state kept, by name (all words and copies together) (netlist names)
| register | count |
|---|---|
| memtoreg_mem | 1 |
| read_data_2_mem | 32 |
| aluresult_mem | 32 |
| regwrite_mem | 1 |
| zero_mem | 1 |
| Jalr_mem | 1 |
| result_mem | 32 |
| instruccion_117_mem | 5 |
| Jal_mem | 1 |
| branch_mem | 1 |
| memwrite_mem | 1 |
## power by group
group	total [µW]	internal (µW)	leakage (µW)	switching, µW
Sequential	4580	4530	0.000911	47.1
Combinational	627	507	0.000850	120
Clock	3350	1770	0.000135	1580
Total	8560	6820	0.00190	1750
## synth_stat cells
library cell | n | area share
dfxtp_1 | 108 | 1.0
## path summary, 6_finish.rpt
path	end	slack (ns)
hold / removal	aluresult_mem[13]	0.29
setup / recovery	result_mem[24]	0.03
Power is estimated from default activity; no workload was simulated.
